--- ./constraint.sdc ---
current_design pc

set clk_period 3.3
set clk_io_pct 0.2

create_clock -name clk0 -period $clk_period [get_ports {clk}]

set non_clock_inputs [all_inputs -no_clocks]
set_input_delay [expr $clk_period * $clk_io_pct] -clock clk0 $non_clock_inputs
set_output_delay [expr $clk_period * $clk_io_pct] -clock clk0 [all_outputs]
--- ./design.v ---
module pc(clk,rst_n,stall_IM_ID,dst_ID_EX,
          pc,pc_ID_EX,flow_change_ID_EX,pc_EX_DM,i_rdy,stall_ID_EX, stall_EX_DM);
input clk,rst_n, i_rdy;				
input flow_change_ID_EX;			 
input stall_IM_ID, stall_ID_EX, stall_EX_DM;	 
input [15:0] dst_ID_EX;				 
output [15:0] pc;					 
output reg [15:0] pc_ID_EX;			 
output reg [15:0] pc_EX_DM;			 
reg [15:0] pc,pc_IM_ID;
wire [15:0] nxt_pc;
assign nxt_pc = pc + 1;
always @(posedge clk, negedge rst_n)
  if (!rst_n)
    pc <= 16'h0000;			
  else if (!stall_IM_ID) 	 
    if (flow_change_ID_EX)	 
      pc <= dst_ID_EX;
    else
	  pc <= nxt_pc;
always @(posedge clk)
  if (!stall_IM_ID)
    pc_IM_ID <= nxt_pc;		 
always @(posedge clk)
  if (!stall_ID_EX)
    pc_ID_EX <= pc_IM_ID;	 
always @(posedge clk)
  if (!stall_EX_DM)		 
    pc_EX_DM <= pc_ID_EX;	 
endmodule
--- ./run.sh ---
#!/bin/bash
# OpenROAD 26Q1-2900-gdf79404cd8, Yosys 0.63+post, stock flow scripts
make -C /OpenROAD-flow-scripts/flow DESIGN_CONFIG=/design/flow/config.mk WORK_HOME=/design/flow/orfs finish
--- ./config.mk ---
export PLATFORM = sky130hd
export DESIGN_NAME = pc
export DESIGN_NICKNAME = pc
export VERILOG_FILES = /design/flow/design.v
export SDC_FILE = /design/flow/constraint.sdc
export NUM_CORES = 4
export LEC_CHECK = 1
export CORE_UTILIZATION = 30
==> flow.log <==
[flow] final metrics
[metrics] layout cells sized above 1: a little under 9%
[metrics] total placed instance area: 3412 um2
[metrics] time the worst path needs with I/O delays and setup: about 2100 ps
[metrics] number of buffers inserted to repair setup after CTS: 0
[metrics] combined area of the multi-input logic cells: roughly 700 um2
[metrics] CP peak stage delay: ~620 ps
[metrics] Cell Type Count: 35
[metrics] chain of cells forming the critical path: clkdlybuf4s50_1, clkinv_1, nor2_1, a22oi_1, o311ai_0
[metrics] number of warning messages in the logs: 26
[metrics] clock root cell: sky130_fd_sc_hd__clkbuf_8
[metrics] leakage dissipation: between 1 and 1.5 nW
[metrics] relative area change from synthesis to final layout: 38.90%
[metrics] synthesized netlist cell count: ~190
[metrics] yosys cell count: between 150 and 200
[metrics] all-layer global routing usage: around an eighth
[metrics] TritonCTS clock tree: built
[metrics] final core utilization: between 40% and 50%
[metrics] Die Ht: approximately 95 um
[metrics] I/O pin count: around 70
[metrics] final instance count without filler cells: approximately 370
[metrics] horizontal extent of the die: between 90 and 100 um
[metrics] number of inserted filler cells in the final layout: roughly 750
[metrics] crit path DAT: roughly 2400 ps
[metrics] result of the run: finished clean
[metrics] biggest fanout along the worst timing path: 9
[metrics] Port Buf Inserts: approximately 70
[metrics] global-route wire length before repair: around 8000 um
[metrics] cycle use final: roughly 65%
[metrics] cell count after placement: ~360
[metrics] max-cap check violation count: 0
[metrics] initial cell density of the core: a little under a third
[metrics] total of endpoints with negative setup slack in the final report: 0
[metrics] placeable core region: 8341 um2
[metrics] setup repair after global routing missed its margin: no
[metrics] number of buffers added by the clock tree synthesis step: 9
[metrics] critical path class: in2reg
[metrics] measured slew at the worst slew-check pin: around 770 ps
[metrics] count of state elements after synthesis: around 64
[metrics] Worst Setup Start Kind: input pin
[metrics] latest clock arrival within the worst-skew pair: 340 ps
[metrics] power consumption: 2.052 mW
[metrics] post-route ant nets: 0
[metrics] Post-route DRC: 0
[metrics] smallest hold slack: roughly 420 ps
[metrics] library cell contributing the largest single delay on the critical path: sky130_fd_sc_hd__nor2_1
[metrics] Cell Rows: 33
[metrics] via count of the first global-routing pass: ~1600
[metrics] worst setup slack after placement: 800.8 ps
[metrics] commonest non-fill, non-tap cells in the layout: 69 x sky130_fd_sc_hd__clkdlybuf4s50_1, 48 x sky130_fd_sc_hd__edfxtp_1, 16 x sky130_fd_sc_hd__dfrtp_1, 11 x sky130_fd_sc_hd__nand3_1, 11 x sky130_fd_sc_hd__nand2_1
[metrics] floorplan die area: between 9000 and 10000 um2
[metrics] Final Hold Vio Count: 0
[metrics] kind of path behind the tightest hold check: reg2reg
[metrics] post-route setup TNS: 0 ps
[metrics] final RePlAce weighted congestion: 0.8029
[metrics] count of buffer and inverter cells on the critical path: 2
[metrics] # diodes: 0
[metrics] cts hold-fix bufs: 0
[metrics] placed wire-length estimate after detailed placement: ~3500 um
[metrics] capturing element type of the critical path: register
[metrics] chip area line of the yosys report: 2615 um2
[metrics] Slew Viols, Final: 0
[metrics] sequential element share of the synthesized area: 70.43%
[metrics] startpoint of the tightest hold check path: pc_IM_ID[2]$_DFFE_PN_
[metrics] Via Count: between 1500 and 2000
[metrics] area taken by flip-flops and latches: between 1500 and 2000 um2
[metrics] delay-heaviest family, CP: buffers and inverters
[metrics] clock tree sinks: 64
[metrics] relative slew slack: 48.44%
[metrics] Power Density: 564.9 nW/um2
[metrics] clock tree buffer depth: 2
[metrics] PostCTS Resize Cnt: 0
[metrics] yosys warns: 1
[metrics] routed wire length: around 4900 um
[metrics] detailed-route wire length per cell: ~13 um
[metrics] post-route cell area: ~3600 um2
[metrics] Commonest Layout Cell: sky130_fd_sc_hd__clkdlybuf4s50_1
[metrics] worst endpoint required time: roughly 3500 ps
[metrics] H-tree levels: 3
[metrics] clock slew at reported path FFs: about 70 ps
[metrics] average instance area after synthesis: around 14 um2
[metrics] Final WS setup: around 1200 ps
[metrics] final worst clock skew: just under 10 ps
[metrics] CP startpoint: flow_change_ID_EX
[metrics] IR Drop Worst-Case VDD: around 0.26 mV
[metrics] detail-routed via count per cell: 4.628
[metrics] number of iterations in the first detailed-routing pass: 4
[metrics] Worst R2R Start: pc[2]$_DFFE_PN0N_
[metrics] Starting DRT DRC Count: 71
[metrics] netlist area before placement: about 2600 um2
[metrics] Peak Freq: ~470 MHz
[metrics] number of antenna violations at the first check in global routing: 0
[metrics] pin count of the biggest net entering global routing: 20
[metrics] sum of overflow across all layers after global routing: 0
layer usage:
metal / wire, um / vias to the layer above / part of all wire, % / GRT usage [%]
li1: - / 854 / - / -
met1: 2146 / 797 / 44 / 18.07
met2: 2322 / 59 / 47 / 18.75
met3: 338 / 7 / 6.9 / 2.595
met4: 91 / 0 / 1.9 / 2.399
met5: 0 / - / 0 / 0
power breakdown:
part | switching [mW] | internal (mW)
Sequential | 0.0815 | 0.975
Clock | 0.303 | 0.429
Combinational | 0.0896 | 0.174
worst register-to-register path, stage by stage, from the launching register on:
cell,delay [ps]
sky130_fd_sc_hd__dfrtp_1,510
sky130_fd_sc_hd__nand3_1,350
sky130_fd_sc_hd__nor4_1,630
sky130_fd_sc_hd__xor2_1,150
cell families (layout without fill, tap and decap cells):
group / Yosys count / count (layout) / synth area share [%]
buffers and inverters: 19 / 97 / 2.966
adders and majority gates: 1 / 1 / 0.4784
AOI/OAI and AO/OA: 33 / 33 / 8.661
and+or+nand+nor: 55 / 55 / 12.01
muxes: 2 / 2 / 0.7656
DFF: 64 / 64 / 70.43
xor gates and xnor gates: 14 / 14 / 4.689
synthesized netlist by cell type, drive strengths merged:
master,instances,area (um2)
a211o,2,17.52
a21oi,7,35.03
a221oi,1,8.760
a22oi,8,60.06
and3,1,6.260
and4,1,10.01
buf,4,18.76
clkbuf,5,21.27
clkinv,1,3.750
dfrtp,16,400.4
edfxtp,48,1441
ha,1,12.51
inv,9,33.78
mux2i,2,20.02
nand2,11,41.29
nand3,11,55.05
nand3b,3,22.52
nand4,5,61.31
nor2,10,37.54
nor3,6,30.03
nor3b,1,7.510
nor4,3,18.77
o21ai,9,45.04
o22a,1,8.760
o2bb2ai,1,8.760
o311ai,4,42.55
or2,1,6.260
or3,1,6.260
or4,1,11.26
xnor2,8,70.07
xor2,6,52.55
sequential cells by signal, summed over array words and instances, names as in the netlist:
| signal | count |
|---|---|
| pc_IM_ID | 16 |
| pc_EX_DM | 16 |
| pc_ID_EX | 16 |
| pc | 16 |
final cells by class:
class | count | share of cell area, %
multi-input cells | 105 | 19.15
inverters | 10 | 1.033
clock inverters | 6 | 2.549
flip-flops and latches | 64 | 50.71
repair buffers | 71 | 19.43
clock buffers | 10 | 3.514
well taps | 105 | 3.617
final timing paths:
kind                                          end  slack (ps)  cells after the start
setup / recovery               pc[13]$_DFFE_PN0N_        1170                      5
hold / removal              pc_ID_EX[2]$_DFFE_PN_         420                      0
setup reg to reg           pc_IM_ID[15]$_DFFE_PN_        1360                      3
hold reg to reg             pc_ID_EX[2]$_DFFE_PN_         420                      0
max in group asynchronous       pc[6]$_DFFE_PN0N_        2040                      1
min in group asynchronous       pc[4]$_DFFE_PN0N_         770                      1
Power figures rest on the tool's default switching activity, not on a simulated workload.
