==> flow/run.sh <==
#!/bin/bash
# OpenROAD 26Q1-2900-gdf79404cd8, Yosys 0.63+post, stock flow scripts
make -C /OpenROAD-flow-scripts/flow DESIGN_CONFIG=/design/flow/config.mk WORK_HOME=/design/flow/orfs finish
==> flow/config.mk <==
export PLATFORM = sky130hd
export DESIGN_NAME = cache_controller
export DESIGN_NICKNAME = cache_controller
export VERILOG_FILES = /design/flow/design.v
export SDC_FILE = /design/flow/constraint.sdc
export NUM_CORES = 4
export LEC_CHECK = 1
export CORE_AREA = 10 10 168 168
export DIE_AREA = 0 0 178 178
==> flow/constraint.sdc <==
current_design cache_controller

set clk_period 6.0
set clk_io_pct 0.2

create_clock -name clk0 -period $clk_period [get_ports {clk}]

set non_clock_inputs [all_inputs -no_clocks]
set_input_delay [expr $clk_period * $clk_io_pct] -clock clk0 $non_clock_inputs
set_output_delay [expr $clk_period * $clk_io_pct] -clock clk0 [all_outputs]
==> flow/design.v <==
module cache_controller(clk, rst_n, i_rdy, i_sel, i_wr_data, i_we, m_addr, m_re, m_we, m_wr_data, i_addr, i_hit, i_tag, m_rd_data, m_rdy, re, we, d_addr, wrt_data, d_wr_data, d_dirty_write, d_we, d_re, d_tag, d_hit, d_dirty_read, d_sel, d_rd_data, d_rdy,allow_hlt);
  input clk, rst_n;
  input [15:0] i_addr;					 
  input i_hit, d_hit, d_dirty_read;		 
  input [7:0] i_tag, d_tag;				 
  input [63:0] m_rd_data, d_rd_data;	 
  input m_rdy;							 
  input re, we;							 
  input [15:0] d_addr, wrt_data;		 
  output reg i_rdy, i_we, m_we, m_re, d_dirty_write, d_we, d_re, d_rdy; 	 
  output reg [63:0] i_wr_data, m_wr_data, d_wr_data;	 
  output reg [13:0] m_addr;			 
  output reg [1:0] i_sel, d_sel;	 
  output reg allow_hlt;		 
  reg [2:0] state, nextState;  
  reg [63:0] save_d_rd_data;  
  localparam IDLE 	       = 3'b000;  
  localparam WRITE_DCACHE  = 3'b001;  
  localparam DCACHE_TO_MEM = 3'b010;  
  localparam MEM_TO_DCACHE = 3'b011;  
  localparam READ_DCACHE   = 3'b100;  
  localparam READ_ICACHE   = 3'b101;  
  localparam MEM_TO_ICACHE = 3'b110;  
  always @(posedge clk, negedge rst_n) begin
	if(!rst_n) begin
      state <= IDLE;
    end else begin
      state <= nextState;
    end
  end
  always @ (*) begin
    i_rdy = 1'b0;
    i_sel = i_addr[1:0];
    i_we  = 1'b0;
    i_wr_data = m_rd_data;	 
    m_we  = 1'b0;
    m_re  = 1'b0;
    m_addr = i_addr[15:2];
    m_wr_data = d_rd_data;
    d_dirty_write = 1'b0;
    d_we = 1'b0;
    d_re = 1'b0;  
    d_wr_data = d_rd_data;	 
    d_sel = d_addr[1:0];
    d_rdy = 1'b0;
	allow_hlt = 1'b0;
    nextState = IDLE;
    case (state)
      IDLE: begin
        allow_hlt = 1'b1;
        d_re = 1'b1;
        if(we) begin
          nextState=(d_hit)? WRITE_DCACHE : ((d_dirty_read) ? DCACHE_TO_MEM : MEM_TO_DCACHE);
        end else if(re) begin
          nextState=(d_hit)? READ_DCACHE : ((d_dirty_read) ? DCACHE_TO_MEM : MEM_TO_DCACHE);
        end else begin
          nextState = (i_hit) ? READ_ICACHE : MEM_TO_ICACHE;
        end
      end
      WRITE_DCACHE: begin
        d_we = 1'b1;
        d_dirty_write = 1'b1;
        case (d_addr[1:0])
          2'b00: d_wr_data[15:0] = wrt_data;
          2'b01: d_wr_data[31:16] = wrt_data;
          2'b10: d_wr_data[47:32] = wrt_data;
          2'b11: d_wr_data[63:48] = wrt_data;
          default: begin
          end
        endcase
        d_rdy = 1'b1;
        nextState=(i_hit)? READ_ICACHE: MEM_TO_ICACHE;
      end
      DCACHE_TO_MEM: begin
        m_we = 1'b1;
        d_re = 1'b1;
        m_addr={d_tag,d_addr[7:2]};
        if(!m_rdy) nextState=DCACHE_TO_MEM;
        else begin
          nextState=MEM_TO_DCACHE;
        end
      end
      MEM_TO_DCACHE: begin
        m_re = 1'b1;
        m_addr = d_addr[15:2];
        d_wr_data = m_rd_data;
        if(!m_rdy) nextState=MEM_TO_DCACHE;
        else begin
          d_we = 1'b1;
          nextState = (we)? WRITE_DCACHE: READ_DCACHE;
        end
      end
      READ_DCACHE: begin
        d_re = 1'b1;
        d_rdy = 1'b1;
        nextState=(i_hit)? READ_ICACHE: MEM_TO_ICACHE;
      end
      READ_ICACHE: begin
        i_rdy = 1'b1;
        nextState = IDLE;
      end
      MEM_TO_ICACHE: begin
        m_re = 1'b1;
        if(!m_rdy) nextState=MEM_TO_ICACHE;
        else begin
          i_we=1'b1;
          nextState=READ_ICACHE;
        end
      end
      default: begin
      end
    endcase
  end  
endmodule
==> results_dict.tcl <==
# implementation run metrics
set metrics [dict create \
    h-tree-depth 1 \
    grt_start_max_net_pins 65 \
    p_int_uw 631 \
    warning_count 33 \
    finalSetupViolations 0 \
    power_density_mw_per_mm2 141 \
    clk_pin_slew_ns 0.04 \
    synth_warnings 1 \
    synthCells 466 \
    power.switching_uw 307 \
    cp_max_fo 32 \
    r2r_cells 4 \
    setup.worst_path.start_class "primary input" \
    synth.distinct_cells 31 \
    io-pin-count 419 \
    syn_area_per_cell_sq_um 7.03 \
    top_register "state" \
    antenna_cells 0 \
    rsz0062_at_grt "no" \
    clock.fmax_mhz 212 \
    core_util_floorplan 0.134 \
    grt_antenna_before_repair 0 \
    gp_congestion 0.844 \
    fillCellCount 2593 \
    postCtsSetupBuffers 0 \
    crit_path_start "d_addr[1]" \
    cap_violations 0 \
    vias 4438 \
    setup_tns_ns 0 \
    gr-total-overflow 0 \
    final_util 0.271 \
    grt_pass1_vias 4689 \
    synth-cells-yosys 466 \
    cts_sinks 7 \
    grt_pass1_wl_mm 29.6 \
    ys_seq_elements 7 \
    core_area_sq_mm 0.0245 \
    min_path_type "reg2reg" \
    fin_hold_ws_ns 0.392 \
    cts_root_buf "clkbuf_16" \
    routedWlPerCell_microns 20.9 \
    clock_latency_ns 0.23 \
    ant_nets 0 \
    finalNonFillerCells 1032 \
    worstMarginPinSlew_ns 0.783 \
    cts_buffers 3 \
    first_pass_iters 4 \
    rows 57 \
    reg_top3 "state x7" \
    port_buffers 406 \
    via_per_inst 4.30 \
    routed_wirelength_mm 21.6 \
    die_w_microns 178 \
    ctsResizeCount 0 \
    p_total_uw 937 \
    slew_viol_final 0 \
    hold_viol 0 \
    largest_register_ffs 7 \
    ys_chip_area_sq_mm 0.00328 \
    area_delta_synth_final_pct 102 \
    slew_headroom 0.476 \
    status "finished, final reports clean" \
    cp-endpoint "d_wr_data[61]" \
    drive_gt1_frac 0.0523 \
    clockBufferDepth 2 \
    seq_power_share 0.077 \
    route.detailed.drc 0 \
    die_area_sq_mm 0.0317 \
    timing.reg2reg.setup_slack_ns 4.11 \
    grt_usage 0.122 \
    post-route-period-util 0.786 \
    dp_cells 1028 \
    rr_endpoint "state[3]" \
    skew_ns 0.000349 \
    p_clk_frac 0.120 \
    syn_area_sq_mm 0.00328 \
    p_leak_uw 0.00234 \
    period_minus_slack_ns 4.71 \
    crit_path_end_kind "output pin" \
    crit_type "in2out" \
    swShare 0.327 \
    ctsHoldBuffers 0 \
    drt_iter0_drc 198 \
    hpwl_mm 18.6 \
    crit-reg2reg-launch "state[4]" \
    cts_tree "built" \
    crit_required_ns 4.80 \
    dieHeight_microns 178 \
    combPwrFrac 0.803 \
    vdd_drop_max_v 0.000111 \
    synth_seq_share 0.0539 \
    crit_arrival_ns 3.51 \
]
==> cells in the final DEF (no fill, tap or decap), types with 2 or more instances in the layout <==
cell type	n
a21oi_1	2
dfrtp_1	4
or2_2	2
a22oi_1	40
nand3_1	65
o211ai_2	10
nand2b_1	2
nor2_4	2
clkdlybuf4s50_1	406
o22ai_1	2
mux2_2	6
clkbuf_16	3
buf_4	8
a221o_1	17
nor2_1	2
o21ai_1	15
a32oi_1	16
inv_1	4
o211ai_1	38
nand2_1	50
==> metrics by stage <==
step                      setup WS (ns)  cell area [sq um]
after floorplan                    2.89               3280
after global placement             1.21               6550
after detailed placement           1.21               6550
after CTS                          1.21               6630
after global routing               1.07               6630
final                              1.29               6630
==> cells by family after synthesis <==
family / synth area share
flip-flops: 0.0539
AND-OR/OR-AND: 0.348
AND/OR/NAND/NOR: 0.187
buffers and inverters: 0.390
multiplexers: 0.0206
==> worst min path at each step <==
stage         from       end  slack, ns  cells after the start
4_1_cts   state[5]  state[0]       0.39                      0
5_1_grt   state[5]  state[0]       0.40                      0
6_report  state[5]  state[0]       0.39                      0
==> Yosys cell counts <==
library cell / number / area [sq um]
or2_2: 2 / 12.5
nand2b_1: 2 / 12.5
dfstp_2: 1 / 26.3
a32oi_1: 16 / 140
nand2b_2: 1 / 8.76
o21ai_1: 15 / 75.1
nand2_1: 51 / 191
or2_1: 1 / 6.26
o211ai_2: 10 / 125
nand3_1: 65 / 325
or3_1: 1 / 6.26
buf_2: 26 / 130
nor2b_1: 2 / 12.5
nor2_4: 2 / 22.5
a22oi_1: 40 / 300
a221o_1: 17 / 170
clkbuf_1: 4 / 15.0
o22ai_1: 2 / 12.5
a21oi_1: 2 / 10.0
mux2_2: 6 / 67.6
a22o_1: 1 / 8.76
buf_6: 4 / 45.0
o21ai_0: 1 / 5.00
nor2_1: 2 / 7.51
inv_1: 4 / 15.0
dfrtp_1: 6 / 150
a21boi_0: 1 / 7.51
o211ai_1: 38 / 285
nor3b_1: 1 / 7.51
buf_8: 1 / 15.0
buf_4: 141 / 1060
==> worst max-delay path: stages <==
cell and delay (ns):
clkdlybuf4s50_1 0.73, nand2_2 0.56, o211ai_1 0.46, clkdlybuf4s50_1 0.55
==> routing by layer <==
metal / wire length, microns / global-route usage
met4: 343 / 0.0198
met2: 10300 / 0.214
met1: 8300 / 0.145
met3: 2650 / 0.0389
met5: 0 / 0
==> power groups by stage <==
stage | Clock, uW | Sequential (uW) | Combinational (uW)
4_1_cts | 113 | 72.7 | 772
5_1_grt | 117 | 74.5 | 821
6_report | 112 | 72.6 | 752
==> final cells by class <==
cell class | count | area, sq um | share of cell area
clock buffers | 4 | 78.8 | 0.0119
inverters | 4 | 15.0 | 0.00226
multi-input cells | 279 | 1830 | 0.275
flip-flops and latches | 7 | 181 | 0.0274
well taps | 324 | 405 | 0.0611
repair buffers | 414 | 4120 | 0.622
Power figures rest on the tool's default switching activity, not on a simulated workload.
