[/design/flow/config.mk]
export PLATFORM = sky130hd
export DESIGN_NAME = ProgramCounter
export DESIGN_NICKNAME = ProgramCounter
export VERILOG_FILES = /design/flow/design.v
export SDC_FILE = /design/flow/constraint.sdc
export NUM_CORES = 4
export LEC_CHECK = 1
export CORE_UTILIZATION = 50
[/design/flow/design.v]
module flop16b(q, d, clk, rst_n);
  input [15:0] d;
  input clk, rst_n;
  output reg [15:0] q;
  always @(posedge clk, negedge rst_n) begin
    if(~rst_n) begin
      q <= 16'b0;
    end
    else begin
      q <= d;
    end
  end
endmodule
module ProgramCounter(pc, pc_ID_EX, pc_EX_DM, dst_ID_EX, flow_change_ID_EX, stall, rst_n, clk);
input [15:0] dst_ID_EX;
input flow_change_ID_EX, stall, rst_n, clk;
output [15:0] pc, pc_ID_EX, pc_EX_DM;
wire [15:0] pc_inc, pc_next, pc_D, pc_IM, pc_IM_ID;
assign pc_next = flow_change_ID_EX ? dst_ID_EX : pc_inc;
assign pc_D = stall ? pc : pc_next;
flop16b pcFlop(.d(pc_D), .q(pc), .clk(clk), .rst_n(rst_n));
assign pc_inc = pc + 1;
assign pc_IM = stall ? pc_IM_ID : pc_inc;
flop16b IM_ID(.d(pc_IM), .q(pc_IM_ID), .clk(clk), .rst_n(rst_n));
flop16b ID_EX(.d(pc_IM_ID), .q(pc_ID_EX), .clk(clk), .rst_n(rst_n));
flop16b EX_DM(.d(pc_ID_EX), .q(pc_EX_DM), .clk(clk), .rst_n(rst_n));
endmodule
[/design/flow/run.sh]
#!/bin/bash
# OpenROAD 26Q1-2900-gdf79404cd8, Yosys 0.63+post, stock flow scripts
make -C /OpenROAD-flow-scripts/flow DESIGN_CONFIG=/design/flow/config.mk WORK_HOME=/design/flow/orfs finish
[/design/flow/constraint.sdc]
current_design ProgramCounter

set clk_period 2.4
set clk_io_pct 0.2

create_clock -name clk0 -period $clk_period [get_ports {clk}]

set non_clock_inputs [all_inputs -no_clocks]
set_input_delay [expr $clk_period * $clk_io_pct] -clock clk0 $non_clock_inputs
set_output_delay [expr $clk_period * $clk_io_pct] -clock clk0 [all_outputs]
==> run notes <==
Results of an implementation run.

The wire length after detailed routing is 4810 um. The number of buffer cells added on primary ports is 67. The number of hold violations in the final report is 0.

The type of the tightest min-delay check is in2async. Across all setup checks in the final design, the least slack found is approximately 0.48 ns. The critical path's top delay family is flip-flops.

The number of cells in Yosys stat is 223. The maximum fanout encountered on the critical timing path is 11. The total power is 2790 uW.

The fraction of registers with async set/reset is 1.00. The final cycle utilization of the critical path is 0.801. Of the total power, the clock network draws 0.308. The report puts the hold buffer count at CTS at 0.

The clock insertion delay at the later pin of the skew report is around 0.33 ns. Of the synthesized area, sequential elements account for 0.618. The fraction of final layout cells with drive strength greater than 1 is 0.113. The average instance in the mapped netlist occupies between 10 and 15 um^2. In this run, post-CTS repair resized a total of 0 instances. The leading cell type by number of instances after synthesis is sky130_fd_sc_hd__dfrtp_1. The max-capacitance violation count is 0. During I/O placement, the number of pins put on the boundary was 68. After floorplanning, the core was divided into 25 placement rows. The cell at the root of the clock tree is sky130_fd_sc_hd__clkbuf_8. In the global route stage, overall resource usage came out at 0.198.

The cell-internal power is 2090 uW. The number of distinct standard cells referenced by the synthesized netlist is 41. In this run the tools logged warnings totalling 26.

The setup slack on the worst flop-to-flop path is 0.68 ns. The congestion estimate from routability-driven global placement came to 0.792. The routed design ends up with an antenna cell count of 0. The share of the core filled by cells before placement is 0.535.

In this build the clock could be raised as far as 0.520 GHz. In this run the remaining antenna-violating nets after routing total 0. The clock tree buffer depth is 2.

The leakage component of the power was reported as 0.00146 uW. Per the OpenROAD floorplan log, the area of the die is 5480 um^2. The arrival time at the worst endpoint is 1.44 ns. The share of total power dissipated in sequential elements is 0.510. The number of max-slew violations in the final report is 0. Looking at the clock tree report, the H-tree level count equals 3. The synthesized netlist has a Yosys-reported chip area of 2590 um^2.

The transition time recorded at the tightest slew-check pin is 0.545 ns. Looking at area per cell type in the netlist, the leader is sky130_fd_sc_hd__dfrtp_1. The final worst clock skew is 0.00647 ns.

The post-CTS setup-driven buffer insertion count is 0. The area growth from synthesis to layout is 34.8%. The total net switching power is 696 uW.

The post-synth tally of flip-flops with integrated enable is 0. The die boundary height is 74.0 um. The primary flip-flop cell chosen by synthesis mapping is sky130_fd_sc_hd__dfrtp_1.

The number of global-route vias before repair is 1611. The critical path start-end classification is reg2out. The floorplan step defined a core boundary enclosing 4850 um^2.

The total negative setup slack is 0 ns. Tracing the worst setup path back leads to its startpoint at pcFlop.q[5]$_DFFE_PN0N_. The switching share of total power is 0.250. Per the post-place timing report, worst setup slack is 0.631 ns. The kind of end point of the critical path is a primary output. TritonCTS built the clock tree.

The global-route wire length before repair is 7930 um. The initial antenna violation count is 0. The power per unit of standard cell area is 798 nW/um^2. Across the VDD grid, the largest voltage drop is 0.525 mV. In the final layout, the fill cell count is roughly 360. Looking at the reg2reg group, the worst path starts from pcFlop.q[0]$_DFFE_PN0N_. Counting cells, the worst reg-to-reg path comes to 5.

The number of DRC violations after detailed routing is 0. Summing over every cut layer, the via total after detailed routing is 1859. The shortest period the worst path allows is ~1.9 ns. The iteration count of the initial detailed-routing pass is 4. The critical-path cell with the highest stage delay is sky130_fd_sc_hd__dfrtp_1. For reference, the clock transition at the flip-flops on the worst setup and hold paths is approximately 0.070 ns. The HPWL reported at the end of detailed placement is 3190 um. The clock drives ~64 sinks.

Per the timing report, the most critical flop-to-flop path finishes at pcFlop.q[8]$_DFFE_PN0N_. The number of buffers inserted during clock tree synthesis is 9. Setup repair after global routing left no endpoint under its margin.

Per the detail_route report, routed wire per instance is roughly 13 um. Counting the warning lines in the Yosys log gives 1. According to the floorplan report, the die width is 74.0 um. The post-detailed-route via-to-cell ratio is 5.16. Measured against its own limit, the worst slew margin works out to 0.637. The critical path goes through clkdlybuf4s50_1.

The synthesized instance count is roughly 220. The run finished with clean final reports. The cell area after synthesis is ~2600 um^2. The pin count of the biggest net entering global routing is 57.

The area share of the largest cell type after synthesis is 0.618. The flip-flop and latch count after synthesis is 64. The starting DRC count in detailed routing is 114.

STA classifies the critical path startpoint as a flip-flop. The script reports the combined buffer and inverter count of the critical path as 1. The timing report gives the biggest stage delay along the critical path as 0.58 ns.

The combinational power share is 0.182. By area the synthesized netlist is led by sky130_fd_sc_hd__dfrtp_1 62%, sky130_fd_sc_hd__nand2_1 3.8%, sky130_fd_sc_hd__o21ai_0 2.9%, sky130_fd_sc_hd__xnor2_1 2.7%, sky130_fd_sc_hd__nor4_4 2.5%. Per the GRT congestion report, total overflow comes to 0. The end point of the critical path is pc[5]. The critical path depth in cells is 1. The data required time of the critical path is 1.92 ns. By count the netlist is led by 64 x sky130_fd_sc_hd__dfrtp_1, 26 x sky130_fd_sc_hd__nand2_1, 15 x sky130_fd_sc_hd__o21ai_0. The final count of negative-setup-slack endpoints is 0.
## worst min path at each step
stage	startpoint	end	slack (ns)	cells past startpoint
4_1_cts	rst_n	EX_DM.q[2]$_DFF_PN0_	0.13	1
5_1_grt	rst_n	EX_DM.q[3]$_DFF_PN0_	0.15	1
6_report	rst_n	EX_DM.q[3]$_DFF_PN0_	0.13	1
## state kept, by name (all words and copies together) (netlist names)
name      count
EX_DM.q      16
ID_EX.q      16
IM_ID.q      16
pcFlop.q     16
## logic make-up after synthesis
family / after synthesis / synth area share
simple gates: 76 / 0.180
flops: 64 / 0.618
compound gates: 50 / 0.116
buf+inv: 16 / 0.0256
xor+xnor: 14 / 0.0473
mux: 2 / 0.00820
fa+ha+maj: 1 / 0.00483
## metal layers
layer  routed length, um  up-vias  share of wire  GRT usage
met1                2290      878           0.48      0.347
met4                  22        0         0.0046     0.0299
li1                    -      923              -          -
met3                 248        2          0.052     0.0385
met2                2250       56           0.47      0.280
met5                   0        -              0          0
## placed cells by master, fill, tap and decap left out, drive strengths merged, types with 5 or more instances in the layout
master	instances
nor2	11
nand3	9
clkbuf	9
a22oi	7
a21oi	8
xnor2	8
dfrtp	64
clkdlybuf4s50	65
o21ai	25
or3b	5
nand2	27
buf	5
xor2	6
## power groups by stage
stage | logic (uW) | registers [uW] | clock network, uW
4_1_cts | 515 | 1430 | 880
5_1_grt | 564 | 1450 | 926
6_report | 507 | 1420 | 858
## metrics by stage
| stage | cell area (um^2) | util | instances | hold slack, ns |
|---|---|---|---|---|
| global route | 3490 | 0.721 | 360 | 0.147 |
| detailed placement | 3310 | 0.683 | 345 | 0.357 |
| finish | 3490 | 0.721 | 360 | 0.128 |
| global placement | 3310 | 0.683 | 345 | 0.358 |
| floorplan | 2590 | - | 223 | 0.184 |
| CTS | 3490 | 0.721 | 360 | 0.129 |
## cell type report
cell class | instances | area (um^2) | area share
clock buffer | 9 | 124 | 0.0354
clock inverter | 6 | 61.3 | 0.0175
inverter | 1 | 3.75 | 0.00107
multi-input combinational | 143 | 925 | 0.265
sequential | 64 | 1600 | 0.458
tap | 67 | 83.8 | 0.0240
timing repair buffer | 70 | 696 | 0.199
Power figures rest on the tool's default switching activity, not on a simulated workload.
